==> design/flow/run.sh <==
#!/bin/bash
# OpenROAD 26Q1-2900-gdf79404cd8, Yosys 0.63+post, stock flow scripts
make -C /OpenROAD-flow-scripts/flow DESIGN_CONFIG=/design/flow/config.mk WORK_HOME=/design/flow/orfs finish
==> design/flow/constraint.sdc <==
current_design top_digital_clock

set clk_period 7.5
set clk_io_pct 0.2

create_clock -name clk0 -period $clk_period [get_ports {clk_50mhz}]

set non_clock_inputs [all_inputs -no_clocks]
set_input_delay [expr $clk_period * $clk_io_pct] -clock clk0 $non_clock_inputs
set_output_delay [expr $clk_period * $clk_io_pct] -clock clk0 [all_outputs]
==> design/flow/config.mk <==
export PLATFORM = sky130hd
export DESIGN_NAME = top_digital_clock
export DESIGN_NICKNAME = top_digital_clock
export VERILOG_FILES = /design/flow/design.v
export SDC_FILE = /design/flow/constraint.sdc
export NUM_CORES = 4
export LEC_CHECK = 1
export CORE_UTILIZATION = 50
export SYNTH_HDL_FRONTEND = slang
==> design/flow/design.v <==
module bcd_to_7seg (
    input  logic [3:0] bcd_in,
    output logic [6:0] seg_out  
);
    always_comb begin
        case (bcd_in)
            4'h0:    seg_out = 7'b1000000;  
            4'h1:    seg_out = 7'b1111001;  
            4'h2:    seg_out = 7'b0100100;  
            4'h3:    seg_out = 7'b0110000;  
            4'h4:    seg_out = 7'b0011001;  
            4'h5:    seg_out = 7'b0010010;  
            4'h6:    seg_out = 7'b0000010;  
            4'h7:    seg_out = 7'b1111000;  
            4'h8:    seg_out = 7'b0000000;  
            4'h9:    seg_out = 7'b0010000;  
            default: seg_out = 7'b1111111;  
        endcase
    end
endmodule
module clock_counter (
    input  logic clk,
    input  logic rst_n,
    input  logic clk_1hz_tick,  
    input  logic set_en,        
    input  logic set_load,      
    input  logic [7:0] set_hh,  
    input  logic [7:0] set_mm,
    input  logic [7:0] set_ss,
    output logic [7:0] hh,
    output logic [7:0] mm,
    output logic [7:0] ss
);
    logic [7:0] r_hh, r_mm, r_ss;
    assign hh = r_hh;
    assign mm = r_mm;
    assign ss = r_ss;
    always_ff @(posedge clk or negedge rst_n) begin
        if (!rst_n) begin
            r_hh <= 8'h12;
            r_mm <= 8'h00;
            r_ss <= 8'h00;
        end 
        else if (set_load) begin
            r_hh <= set_hh;
            r_mm <= set_mm;
            r_ss <= set_ss;
        end 
        else if (clk_1hz_tick && !set_en) begin
            if (r_ss == 8'h59) begin
                r_ss <= 8'h00;
                if (r_mm == 8'h59) begin
                    r_mm <= 8'h00;
                    if (r_hh == 8'h23) begin
                        r_hh <= 8'h00;
                    end else if (r_hh[3:0] == 9) begin
                        r_hh <= {r_hh[7:4] + 1, 4'h0};  
                    end else begin
                        r_hh <= r_hh + 1;  
                    end
                end else if (r_mm[3:0] == 9) begin
                    r_mm <= {r_mm[7:4] + 1, 4'h0};  
                end else begin
                    r_mm <= r_mm + 1;  
                end
            end else if (r_ss[3:0] == 9) begin
                r_ss <= {r_ss[7:4] + 1, 4'h0};  
            end else begin
                r_ss <= r_ss + 1;  
            end
        end
    end
endmodule
module clk_divider #(
    parameter CLK_FREQ = 50_000_000  
) (
    input  logic clk,
    input  logic rst_n,
    output logic clk_1hz_tick,  
    output logic blink_toggle   
);
    localparam CNT_1HZ_MAX = CLK_FREQ - 1;
    localparam CNT_2HZ_MAX = (CLK_FREQ / 2) - 1;
    logic [$clog2(CLK_FREQ):0] cnt_1hz;
    logic [$clog2(CLK_FREQ):0] cnt_2hz;
    logic r_blink_toggle;
    assign clk_1hz_tick = (cnt_1hz == CNT_1HZ_MAX);
    assign blink_toggle = r_blink_toggle;
    always_ff @(posedge clk or negedge rst_n) begin
        if (!rst_n) begin
            cnt_1hz <= 0;
            cnt_2hz <= 0;
            r_blink_toggle <= 1'b0;
        end else begin
            if (cnt_1hz == CNT_1HZ_MAX) begin
                cnt_1hz <= 0;
            end else begin
                cnt_1hz <= cnt_1hz + 1;
            end
            if (cnt_2hz == CNT_2HZ_MAX) begin
                cnt_2hz <= 0;
                r_blink_toggle <= ~r_blink_toggle;
            end else begin
                cnt_2hz <= cnt_2hz + 1;
            end
        end
    end
endmodule
module debouncer (
    input       clk,
    input       rst_n,
    input       btn_in,
    output reg  btn_out,
    output      btn_pulse
);
    parameter N = 20 ;            
    parameter FREQ = 50;          
    parameter MAX_TIME = 20;      
    localparam TIMER_MAX_VAL =   MAX_TIME * 1000 * FREQ;
    reg Q1, Q2;
    always @(posedge clk or negedge rst_n) begin
        if (!rst_n) begin
            Q1 <= 1'b1;
            Q2 <= 1'b1;
        end else begin
            Q1 <= btn_in;
            Q2 <= Q1;
        end
    end
    assign button_diff = Q1 ^ Q2;
    reg [N-1:0] cnt;
    always @(posedge clk or negedge rst_n) begin
        if (!rst_n) begin
            cnt <= 0;
        end else if (button_diff == 1) begin
            cnt <= 0;
        end else if (cnt == TIMER_MAX_VAL) begin
            cnt <= cnt;
        end else begin
            cnt <= cnt + 1;
        end
    end
    reg btn_out_temp1, btn_out_temp2;
    always @(posedge clk or negedge rst_n) begin
        if (!rst_n) begin
            btn_out <= 1'b1;
            btn_out_temp1 <= 1'b1;
            btn_out_temp2 <= 1'b1;
        end else if (cnt == TIMER_MAX_VAL) begin
            btn_out <= Q2;
            btn_out_temp1 <= Q2;
            btn_out_temp2 <= btn_out_temp1;
        end
    end
    assign btn_pulse = (btn_out_temp1 == 1'b1) && (btn_out_temp2 == 1'b0);
endmodule
module display_mux (
    input  logic clk,
    input  logic rst_n,
    input  logic [7:0] hh,         
    input  logic [7:0] mm,         
    input  logic [7:0] ss,         
    input  logic       blink_en,   
    input  logic [1:0] blink_sel,  
    output logic [7:0] seg_out,    
    output logic [7:0] an_out      
);
    logic [18:0] mux_cnt;
    logic [2:0]  sel;  
    always_ff @(posedge clk or negedge rst_n) begin
        if (!rst_n) mux_cnt <= '0;
        else        mux_cnt <= mux_cnt + 1;
    end
    assign sel = mux_cnt[18:16];  
    logic [3:0] digit_data;
    logic       dp;
    logic [6:0] seg_data;
    logic       digit_off;
    always_comb begin
        dp = 1'b1;  
        case (sel)
            3'h0:    begin 
                digit_data = ss[3:0];   
                an_out = 8'b00000001;
            end
            3'h1:    begin
                digit_data = ss[7:4];   
                an_out = 8'b00000010;
            end
            3'h2:    begin
                {dp, digit_data} = {1'b0, mm[3:0]};  
                an_out = 8'b00000100;
            end
            3'h3:    begin
                digit_data = mm[7:4];   
                an_out = 8'b00001000;
            end
            3'h4:    begin
                {dp, digit_data} = {1'b0, hh[3:0]};  
                an_out = 8'b00010000;
            end
            3'h5:    begin
                digit_data = hh[7:4];   
                an_out = 8'b00100000;
            end
            default: begin
                digit_data = 4'h0;      
                an_out = 8'b00000000;       
            end
        endcase
    end
    bcd_to_7seg u_decoder (
        .bcd_in (digit_data),
        .seg_out(seg_data)
    );
    always_comb begin
        digit_off = 1'b0;
        if (blink_en) begin  
            case (blink_sel)
                2'b00: if (sel == 3'h4 || sel == 3'h5) digit_off = 1'b1;  
                2'b01: if (sel == 3'h2 || sel == 3'h3) digit_off = 1'b1;  
                2'b10: if (sel == 3'h0 || sel == 3'h1) digit_off = 1'b1;  
                default: digit_off = 1'b0;
            endcase
        end
    end
    assign seg_out =  digit_off ? 8'b11111111 : {dp, seg_data};
endmodule
module time_setter (
    input  logic clk,
    input  logic rst_n,
    input  logic set_p,      
    input  logic sel_p,      
    input  logic inc_p,      
    input  logic [7:0] cur_hh,   
    input  logic [7:0] cur_mm,
    input  logic [7:0] cur_ss,
    output logic       set_en,      
    output logic       set_load,    
    output logic [7:0] set_hh,      
    output logic [7:0] set_mm,
    output logic [7:0] set_ss,
    output logic [1:0] blink_sel    
);
    typedef enum logic [1:0] {
        STATE_RUN,
        STATE_SET_HH,
        STATE_SET_MM,
        STATE_SET_SS
    } state_t;
    state_t state, next_state;
    logic [7:0] r_set_hh, r_set_mm, r_set_ss;
    function automatic [7:0] bcd_inc_59(input [7:0] val);
        if (val == 8'h59) return 8'h00;
        else if (val[3:0] == 9) return {val[7:4] + 1, 4'h0};
        else return val + 1;
    endfunction
    function automatic [7:0] bcd_inc_23(input [7:0] val);
        if (val == 8'h23) return 8'h00;
        else if (val[3:0] == 9) return {val[7:4] + 1, 4'h0};
        else return val + 1;
    endfunction
    always_ff @(posedge clk or negedge rst_n) begin
        if (!rst_n) begin
            state <= STATE_RUN;
        end else begin
            state <= next_state;
        end
    end
    always_comb begin
        next_state = state;
        set_load   = 1'b0;
        case (state)
            STATE_RUN:
                if (set_p) next_state = STATE_SET_HH;
            STATE_SET_HH:
                if (set_p)begin
                    next_state = STATE_RUN; 
                    set_load = 1'b1; 
                end 
                else if (sel_p) next_state = STATE_SET_MM;
            STATE_SET_MM:
                if (set_p) begin
                    next_state = STATE_RUN; 
                    set_load = 1'b1; 
                end
                else if (sel_p) next_state = STATE_SET_SS;
            STATE_SET_SS:
                if (set_p) begin
                    next_state = STATE_RUN; 
                    set_load = 1'b1; 
                end
                else if (sel_p) next_state = STATE_SET_HH;
            default:
                next_state = STATE_RUN;
        endcase
    end
    always_ff @(posedge clk or negedge rst_n) begin
        if (!rst_n) begin
            r_set_hh <= 8'h12;
            r_set_mm <= 8'h00;
            r_set_ss <= 8'h00;
        end else begin
            if (state == STATE_RUN && next_state == STATE_SET_HH) begin
                r_set_hh <= cur_hh;
                r_set_mm <= cur_mm;
                r_set_ss <= cur_ss;
            end 
            else if (state == STATE_SET_HH && inc_p) begin
                r_set_hh <= bcd_inc_23(r_set_hh);
            end
            else if (state == STATE_SET_MM && inc_p) begin
                r_set_mm <= bcd_inc_59(r_set_mm);
            end
            else if (state == STATE_SET_SS && inc_p) begin
                r_set_ss <= bcd_inc_59(r_set_ss);
            end
        end
    end
    assign set_hh = r_set_hh;
    assign set_mm = r_set_mm;
    assign set_ss = r_set_ss;
    assign set_en = (state != STATE_RUN);
    always_comb begin
        case(state)
            STATE_SET_HH: blink_sel = 2'b00;  
            STATE_SET_MM: blink_sel = 2'b01;  
            STATE_SET_SS: blink_sel = 2'b10;  
            default:      blink_sel = 2'b11;  
        endcase
    end
endmodule
module top_digital_clock (
    input  logic clk_50mhz,
    input  logic rst_n,
    input  logic btn_set_n,
    input  logic btn_sel_n,
    input  logic btn_inc_n,
    output logic [7:0] seg_out,  
    output logic [7:0] an_out    
);
    localparam CLK_FREQ = 50_000_000;
    logic clk_1hz_tick;
    logic blink_toggle;
    logic set_p, sel_p, inc_p;  
    logic [7:0] cur_hh, cur_mm, cur_ss;  
    logic [7:0] set_hh, set_mm, set_ss;  
    logic       set_en;      
    logic       set_load;    
    logic [1:0] blink_sel;   
    clk_divider #(
        .CLK_FREQ(CLK_FREQ)
    ) u_clk_div (
        .clk          (clk_50mhz),
        .rst_n        (rst_n),
        .clk_1hz_tick (clk_1hz_tick),
        .blink_toggle (blink_toggle)
    );
    debouncer u_db_set (
        .clk      (clk_50mhz),
        .rst_n    (rst_n),
        .btn_in   (~btn_set_n),  
        .btn_out  (),
        .btn_pulse(set_p)
    );
    debouncer u_db_sel (
        .clk      (clk_50mhz),
        .rst_n    (rst_n),
        .btn_in   (~btn_sel_n),
        .btn_out  (),
        .btn_pulse(sel_p)
    );
    debouncer u_db_inc (
        .clk      (clk_50mhz),
        .rst_n    (rst_n),
        .btn_in   (~btn_inc_n),
        .btn_out  (),
        .btn_pulse(inc_p)
    );
    clock_counter u_counter (
        .clk          (clk_50mhz),
        .rst_n        (rst_n),
        .clk_1hz_tick (clk_1hz_tick),
        .set_en       (set_en),
        .set_load     (set_load),
        .set_hh       (set_hh),
        .set_mm       (set_mm),
        .set_ss       (set_ss),
        .hh           (cur_hh),
        .mm           (cur_mm),
        .ss           (cur_ss)
    );
    time_setter u_setter (
        .clk      (clk_50mhz),
        .rst_n    (rst_n),
        .set_p    (set_p),
        .sel_p    (sel_p),
        .inc_p    (inc_p),
        .cur_hh   (cur_hh),
        .cur_mm   (cur_mm),
        .cur_ss   (cur_ss),
        .set_en   (set_en),
        .set_load (set_load),
        .set_hh   (set_hh),
        .set_mm   (set_mm),
        .set_ss   (set_ss),
        .blink_sel(blink_sel)
    );
    display_mux u_disp (
        .clk       (clk_50mhz),
        .rst_n     (rst_n),
        .hh        (set_en ? set_hh : cur_hh),
        .mm        (set_en ? set_mm : cur_mm),
        .ss        (set_en ? set_ss : cur_ss),
        .blink_en  (blink_toggle),
        .blink_sel (blink_sel),
        .seg_out   (seg_out),
        .an_out    (an_out)
    );
endmodule
==> results.py <==
# Auto-generated metrics
metrics = {
    "die": {
        "die_w_um": 149,
        "ios": 21,
        "die_h_um": 149,
        "rows": 53,
        "initial_utilization": 0.513,
        "fp.coreArea_sq_um": 21200,
        "die_area_sq_um": 22300,
    },
    "logic_synthesis": {
        "area_leaders": "dfrtp_1, xnor2_1, nor2_1",
        "synth.distinct_cells": 67,
        "synth-seq-area-share": 0.454,
        "synth_area_sq_um": 10900,
        "synth_flops": 196,
        "async_reset_ff_frac": 1.00,
        "top_area_cell": "dfrtp_1",
        "common_cells": "dfrtp_1, nor2_1, nand2_1, xnor2_1, xor2_1",
        "synth-main-ff-cell": "dfrtp_1",
        "synth_top_cell_by_count": "dfrtp_1",
        "syn_inst": 1138,
        "synth_top_area_share": 0.415,
        "ys_warn_count": 0,
        "avgSynthCellArea_sq_um": 9.54,
        "edf_count": 0,
        "ys_cells": 1138,
        "yosys.stat.chipArea_sq_um": 10900,
    },
    "setup_path": {
        "critical-path-top-delay-family": "buffers and inverters",
        "cp-start-kind": "register",
        "cp_slowest_cell": "or3_1",
        "crit_chain": "nor2_4 -> buf_4 -> mux2i_1 -> o22ai_1 -> or3_1 -> ha_1 -> inv_1 -> a21oi_1 -> o21ai_0 -> clkdlybuf4s50_1",
        "end_kind": "output port",
        "crit_fanout": 29,
        "cp.required_ps": 6000,
        "worst-path-buf-inv": 3,
        "slowest_delay_ps": 510,
        "crit_arrival_ps": 3460,
        "worst-setup-path-type": "register to output port",
    },
    "power": {
        "power_w": 0.00215,
        "power-per-cell-area_nw_per_um2": 180,
        "p_leak_nw": 5.26,
        "vdd_drop_max_mv": 0.150,
    },
    "timing": {
        "drv_slew": 0,
        "holdWs_ps": 371,
        "setup_violations": 0,
        "post-route-min-period_ps": 4960,
        "worst_pin_slew_ps": 800,
        "setup_tns_ps": 0,
        "max_freq_mhz": 202,
        "slew_headroom": 0.463,
        "hold_violations": 0,
        "fin_crit_sh": 0.661,
        "rsz0062_at_grt": "no",
        "clock_skew_ps": 10.2,
    },
    "placement": {
        "placed_cells": 1402,
        "gp_congestion": 0.883,
        "hpwl_um": 14800,
        "portBuffers": 18,
    },
    "grt": {
        "grt_start_max_net_pins": 57,
        "antenna_found_initial": 0,
        "gr-usage-met3": 0.0309,
        "grt_pass1_vias": 7575,
        "met2_usage": 0.320,
        "gr-total-overflow": 0,
        "grt_usage": 0.216,
        "globalRouteMet1Util": 0.363,
        "grt-busiest-layer": "met1",
        "grt_pass1_wl_um": 37500,
    },
    "cells_and_area": {
        "final_layout_size_suffix_gt1_frac": 0.0733,
        "fin_cells": 1434,
        "area_delta_synth_final_pct": 9.83,
        "n_fill_cell": 1846,
    },
    "clock_network": {
        "cts_resized": 0,
        "cts_buffers": 17,
        "insertion_delay_ps": 430,
        "cts_setup_buffers": 0,
        "root_buffer": "clkbuf_16",
        "path_clk_slew_ps": 80,
        "cts.path.max_buffers": 2,
        "ctsHoldBuffers": 0,
        "htree_levels": 4,
        "cts_tree": "built",
        "clock-sinks": 196,
    },
    "detailed_routing": {
        "first_pass_iters": 5,
        "antenna_cells": 0,
        "totalWireLength_um": 21800,
        "route.detailed.drc": 0,
        "via_count": 8022,
        "drt-vias-per-instance": 5.59,
        "wl_per_cell_um": 15.2,
        "drtAntennaViolNets": 0,
        "first_iter_violations": 393,
    },
    "run_status": {
        "status": "completed",
    },
    "run": {
        "drv_cap": 0,
        "openroad.warnings": 44,
    },
    "min_path": {
        "hp-class": "register to register",
    },
}
[report_power, final]
part / internal (W) / switching [W] / leakage [nW]
combinational: 0.0000194 / 0.0000456 / 2.30
clock: 0.000580 / 0.000426 / 0.321
sequential: 0.00107 / 0.0000113 / 2.65
[cell usage in the layout (no fill, tap or decap), types with 12 or more instances in the layout]
cell type,count
dfrtp_1,180
nor2_1,148
nand2_1,81
xnor2_1,65
xor2_1,60
nand3_1,57
o21ai_0,52
inv_1,49
a21oi_1,46
ha_1,38
nand4_1,33
mux2i_1,33
and3_1,26
nor2b_1,20
clkbuf_16,17
clkdlybuf4s50_1,17
dfstp_2,16
nor3_1,15
or3_1,14
o22ai_1,12
nor3b_1,12
buf_4,12
[metrics by stage]
step                      area [sq um]  utilization  setup slack (ps)
after floorplan                  10900            -              3870
after global placement           11300        0.533              3120
after detailed placement         11300        0.533              3030
after CTS                        11900        0.564              2550
after global routing             11900        0.564              2330
final                            11900        0.564              2540
[worst paths after layout]
check                             startpoint                    end  slack [ps]  cells past startpoint
hold / removal                   u_db_sel.Q1            u_db_sel.Q2         370                      0
setup / recovery           u_setter.state[1]             seg_out[1]        2540                     10
max in group asynchronous              rst_n        u_db_sel.cnt[6]        4880                      3
setup reg to reg             u_counter.ss[1]        u_counter.mm[5]        4990                      9
hold reg to reg                  u_db_sel.Q1            u_db_sel.Q2         370                      0
min in group asynchronous              rst_n  u_clk_div.cnt_2hz[25]        1000                      1
[per-layer routing]
| metal | up-vias | wire, um |
|---|---|---|
| met3 | 18 | 786 |
| met5 | - | 0 |
| met1 | 3871 | 10900 |
| li1 | 4020 | - |
| met2 | 113 | 9870 |
| met4 | 0 | 246 |
[layout make-up]
cell class | count | area (sq um) | share of cell area
clock buffers | 18 | 439 | 0.0368
clock inverters | 14 | 216 | 0.0182
inverters | 50 | 188 | 0.0157
multi-input cells | 851 | 5540 | 0.464
flip-flops and latches | 196 | 4920 | 0.413
well taps | 275 | 344 | 0.0289
repair buffers | 30 | 274 | 0.0230
[cells by family (layout without fill, tap and decap cells)]
family	count (synthesis)	after routing	share of synthesized area
XOR/XNOR	125	125	0.101
AND-OR/OR-AND	176	176	0.103
adder cells (fa/ha/maj)	38	38	0.0438
other	1	2	0.000345
flip-flops	196	196	0.454
buffers and inverters	92	112	0.0371
multiplexers	42	42	0.0401
AND/OR/NAND/NOR	468	468	0.221
[sequential cells by signal, summed over array words and instances (netlist names), 2 cells and up]
signal	flops
u_clk_div.cnt_1hz	27
u_clk_div.cnt_2hz	27
u_db_inc.cnt	20
u_db_sel.cnt	20
u_db_set.cnt	20
u_disp.mux_cnt	19
u_counter.hh	8
u_counter.mm	8
u_counter.ss	8
u_setter.set_hh	8
u_setter.set_mm	8
u_setter.set_ss	8
u_setter.state	2
Power figures rest on the tool's default switching activity, not on a simulated workload.
