File: flow/constraint.sdc
current_design traffic_light_controller

set clk_period 3.6
set clk_io_pct 0.2

create_clock -name clk0 -period $clk_period [get_ports {clk}]

set non_clock_inputs [all_inputs -no_clocks]
set_input_delay [expr $clk_period * $clk_io_pct] -clock clk0 $non_clock_inputs
set_output_delay [expr $clk_period * $clk_io_pct] -clock clk0 [all_outputs]
File: flow/config.mk
export PLATFORM = sky130hd
export DESIGN_NAME = traffic_light_controller
export DESIGN_NICKNAME = traffic_light_controller
export VERILOG_FILES = /design/flow/design.v
export SDC_FILE = /design/flow/constraint.sdc
export NUM_CORES = 4
export LEC_CHECK = 1
export CORE_UTILIZATION = 30
export SYNTH_HDL_FRONTEND = slang
File: flow/design.v
module traffic_light_controller #(
    parameter CLK_FREQ      = 50_000_000,  
    parameter RED_TIME      = 25,
    parameter YELLOW_TIME   = 5,
    parameter GREEN_TIME    = 30
) (
    input  logic clk,
    input  logic rst_n,
    output logic led_r,
    output logic led_y,
    output logic led_g,
    output logic [7:0] seg_out,  
    output logic [1:0] seg_sel  
);
    typedef enum logic [1:0] {
        S_GREEN,
        S_YELLOW,
        S_RED
    } state_t;
    state_t current_state, next_state;
    logic [$clog2(CLK_FREQ)-1:0] sec_cnt;
    logic sec_tick;
    logic [5:0] time_cnt;
    localparam BLINK_DIV = CLK_FREQ / 2;
    logic [$clog2(BLINK_DIV)-1:0] blink_cnt;
    logic blink_on;
    always_ff @(posedge clk or negedge rst_n) begin
        if (!rst_n) begin
            sec_cnt <= '0;
        end else if (sec_cnt == CLK_FREQ - 1) begin
            sec_cnt <= '0;
        end else begin
            sec_cnt <= sec_cnt + 1;
        end
    end
    assign sec_tick = (sec_cnt == CLK_FREQ - 1);
    always_ff @(posedge clk or negedge rst_n) begin
        if (!rst_n) begin
            blink_cnt <= '0;
            blink_on  <= 1'b1;
        end else if (blink_cnt == BLINK_DIV - 1) begin
            blink_cnt <= '0;
            blink_on  <= ~blink_on;
        end else begin
            blink_cnt <= blink_cnt + 1;
        end
    end
    always_ff @(posedge clk or negedge rst_n) begin
        if (!rst_n) begin
            current_state <= S_GREEN;
        end else begin
            current_state <= next_state;
        end
    end
    always_comb begin
        next_state = current_state;  
        if (time_cnt == 0 && sec_tick) begin
            case (current_state)
                S_GREEN:  next_state = S_YELLOW;
                S_YELLOW: next_state = S_RED;
                S_RED:    next_state = S_GREEN;
                default:  next_state = S_GREEN;
            endcase
        end
    end
    always_ff @(posedge clk or negedge rst_n) begin
        if (!rst_n) begin
            time_cnt <= GREEN_TIME;  
        end else if (next_state != current_state) begin  
            case (next_state)
                S_GREEN:  time_cnt <= GREEN_TIME;
                S_YELLOW: time_cnt <= YELLOW_TIME;
                S_RED:    time_cnt <= RED_TIME;
                default:  time_cnt <= GREEN_TIME;
            endcase
        end else if (sec_tick) begin  
            if (time_cnt > 0) begin
                time_cnt <= time_cnt - 1;
            end
        end
    end
    always_comb begin
        led_r = 1'b1;
        led_y = 1'b1;
        led_g = 1'b1;
        case (current_state)
            S_GREEN:  led_g = 1'b0;
            S_YELLOW: led_y = blink_on;  
            S_RED:    led_r = 1'b0;
        endcase
    end
    logic [3:0] digit_tens;
    logic [3:0] digit_ones;
    assign digit_tens = time_cnt / 10;
    assign digit_ones = time_cnt % 10;
    logic [17:0] scan_cnt;  
    logic [3:0] digit_to_decode;
    logic [7:0] seg_data;  
    always_ff @(posedge clk or negedge rst_n) begin
        if (!rst_n) begin
            scan_cnt <= '0;
        end else begin
            scan_cnt <= scan_cnt + 1;
        end
    end
    always_comb begin
        case (scan_cnt[17])  
            1'b0: begin  
                seg_sel = 2'b10;  
                digit_to_decode = digit_ones;
            end
            1'b1: begin  
                seg_sel = 2'b01;  
                digit_to_decode = digit_tens;
            end
        endcase
    end
    always_comb begin
        case (digit_to_decode)
            4'd0: seg_data = 8'b11000000;  
            4'd1: seg_data = 8'b11111001;  
            4'd2: seg_data = 8'b10100100;  
            4'd3: seg_data = 8'b10110000;  
            4'd4: seg_data = 8'b10011001;  
            4'd5: seg_data = 8'b10010010;  
            4'd6: seg_data = 8'b10000010;  
            4'd7: seg_data = 8'b11111000;  
            4'd8: seg_data = 8'b10000000;  
            4'd9: seg_data = 8'b10010000;  
            default: seg_data = 8'b11111111;  
        endcase
    end
    assign seg_out = seg_data;
endmodule
File: flow/run.sh
#!/bin/bash
# OpenROAD 26Q1-2900-gdf79404cd8, Yosys 0.63+post, stock flow scripts
make -C /OpenROAD-flow-scripts/flow DESIGN_CONFIG=/design/flow/config.mk WORK_HOME=/design/flow/orfs finish
==> flow_metrics.tcl <==
# collected from the flow reports
set metrics [dict create \
    status "complete, but fails checks" \
    violations "setup timing" \
    max_stage_delay_ns 0.53 \
    synth_cells 444 \
    n_antenna_cell 0 \
    vdd_drop_max_uv 216 \
    cap_violations 0 \
    fin_crit_ns 4.09 \
    r2r_start "sec_cnt[8]" \
    io_buffers 13 \
    r2r_end "time_cnt[3]" \
    coreArea_um2 13900 \
    first_pass_iters 4 \
    boundaryPins 15 \
    top_cells_by_area "dfrtp_1 43%, xnor2_1 7.5%, xor2_1 5.7%" \
    ys.flops 78 \
    ys_sh_aoi_pct 9.43 \
    xor_share_pct 13.2 \
    die_w_um 122 \
    yosysUniqueCellTypes 58 \
    slew_violations 0 \
    cp_cell_sequence "inv_2 -> buf_4 -> ha_4 -> and3b_1 -> buf_4 -> o21ai_1 -> nand2_1 -> o211ai_4 -> a21oi_4 -> xnor2_2 -> o21ai_2 -> buf_4 -> ha_4 -> nor2_1 -> o31a_1 -> buf_2" \
    syn_area_um2 4300 \
    required_ns 2.88 \
    post-route-drc-count 0 \
    simple_gate_area_share_pct 22.0 \
    drt.antenna.violating_nets 0 \
    wl_per_cell_um 12.6 \
    ys_chip_area_um2 4300 \
    r2r_cells 10 \
    finalInstanceArea_um2 5530 \
    insertion_delay_ns 0.33 \
    power_density_nw_per_um2 328 \
    top_cell_area_share_pct 42.5 \
    yosysTopAreaCell "dfrtp_1" \
    skew_ns 0.00888 \
    warning_count 36 \
    worstPathArrival_ns 3.37 \
    grt_usage_pct 12.6 \
    syn-mean-instance-area_um2 9.68 \
    vias_per_cell 4.85 \
    die_y_um 122 \
    place_congestion 0.832 \
    postSynthSeqShare_pct 45.6 \
    chip_area_um2 14800 \
    fa_ha_area_share_pct 5.24 \
    ys_warn_count 0 \
    drive_gt1_share_pct 24.2 \
    finalNonFillerCells 692 \
    path_max_fanout 5 \
    overflow 0 \
    wl_mm 8.73 \
    num_rows 43 \
    worst-slew-pin-transition_ns 0.677 \
    setup.worst_path.start_class "register" \
    synth-main-ff-cell "dfrtp_1" \
    dp_slack_ns -0.498 \
    utilization_pct 39.7 \
    cp_slowest_cell "dfstp_2" \
    grt_max_degree 56 \
    placed_area_um2 4860 \
    netlist_logic_family_top "simple AND/OR/NAND/NOR gates" \
    synthMuxAreaShare_pct 1.51 \
    grt_pass1_wl_mm 15.2 \
    cts.sinks 78 \
    dp.cells 655 \
    finalClockPeriodUsage_pct 114 \
    layout_top_cell "dfrtp_1" \
    cpMostUsedCell "buf_4" \
    drtIter0Drc 158 \
    clk_pin_slew_ns 0.06 \
    antenna_found_initial 0 \
    setup_tns_ns -2.94 \
    min_path_type "in -> async" \
    dr_total_vias 3356 \
    setup_violations 7 \
    worst_slack_ns -0.490 \
    fmax_mhz 244 \
    hold_viol 0 \
    p_leak_nw 2.44 \
    clock-root-buffer "clkbuf_16" \
    critPathKind "reg -> out" \
    rrSetupSlack_ns 0.76 \
    end_kind "output port" \
    async_flop_share_pct 100 \
    rsz0062_at_grt "yes" \
    relSlewSlack_pct 54.9 \
    cts_tree "built" \
    edf_count 0 \
    mostFrequentLayoutCells "73 x dfrtp_1, 48 x buf_4, 45 x nor2_1, 36 x xnor2_1, 35 x nand2_1" \
    grt_pass1_vias 3326 \
    yosys_cells 444 \
    cts_buffer_depth 2 \
    cts_made_buffers 9 \
    htree_levels 3 \
    hpwl_mm 5.49 \
    fp-utilization_pct 30.8 \
    synthToLayoutAreaGrowth_pct 28.8 \
]
cell families (layout without fill, tap and decap cells):
logic type,after synthesis,in the layout
multiplexers,6,6
buffers and inverters,30,97
AND-OR/OR-AND,62,63
XOR/XNOR,65,65
flip-flops,78,78
adder cells (fa/ha/maj),18,18
AND/OR/NAND/NOR,184,184
other,1,1
area by class of cell:
cell class,instances,area (µm²)
clock buffer,10,239
tap,180,225
fill,1265,8400
inverter,17,63.8
multi-input combinational,337,2490
clock inverter,6,68.8
timing repair buffer,64,490
sequential,78,1960
worst max-delay path, delay by kind of cell, from the launching register on:
kind	cells	cell delay (ns)
AND-OR/OR-AND	5	0.96
XOR/XNOR	1	0.16
adder cells (fa/ha/maj)	2	0.42
buffers and inverters	5	0.60
flip-flops	1	0.53
AND/OR/NAND/NOR	3	0.36
report_power, final:
group          internal [W]  total (W)  switching (W)  leakage [nW]
Sequential         0.000877   0.000877              0          1.04
Clock              0.000559   0.000921       0.000362         0.149
Combinational    0.00000139  0.0000177      0.0000163          1.25
repair_timing:
action	in CTS	in global routing
pin swaps	24	10
gates resized	67	10
hold buffers	0	0
setup buffers	21	1
cloned	1	0
endpoints found under the setup margin	7	7
Yosys cell counts, types with 5 or more instances:
library cell	instances
nand4_1	10
xnor2_1	37
xor2_1	28
mux2i_1	5
nand3_1	35
and3_1	11
dfstp_2	5
buf_2	6
nor2_1	45
dfrtp_1	73
nand2_1	36
ha_1	18
a21oi_1	13
nor3_1	5
and4_1	6
inv_1	16
nor2b_1	9
o21ai_0	19
routing by layer:
layer,wire [µm],vias to the layer above,global-route usage (%)
met2,3870,66,19.1
met4,220,0,2.62
met1,4280,1604,19.5
li1,-,1667,-
met3,361,19,2.19
met5,0,-,0
registers in the layout, indices dropped and copies added, names as in the netlist:
register and cells:
current_state 2, blink_cnt 25, sec_cnt 26, blink_on 1, time_cnt 6, scan_cnt 18
through the flow:
stage                     total power [W]  hold WS [ns]
after floorplan                  0.000894         0.424
after global placement           0.000912         0.455
after detailed placement         0.000912         0.455
after CTS                         0.00184         0.446
after global routing              0.00188         0.478
final                             0.00182         0.414
worst max-delay path by stage:
stage               start          to  slack, ns  cells past startpoint
finish        time_cnt[4]  seg_out[4]      -0.49                     16
global route  time_cnt[4]  seg_out[5]      -0.56                     16
CTS           time_cnt[4]  seg_out[4]      -0.44                     15
Power is estimated from default activity; no workload was simulated.
