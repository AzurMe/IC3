**design/flow/run.sh**
```bash
#!/bin/bash
# OpenROAD 26Q1-2900-gdf79404cd8, Yosys 0.63+post, stock flow scripts
make -C /OpenROAD-flow-scripts/flow DESIGN_CONFIG=/design/flow/config.mk WORK_HOME=/design/flow/orfs finish
```
**design/flow/design.v**
```verilog
module segment_dinamic(
    input clk,
    input rst_n,  
    input [31:0] data,
    input [7:0] select,
    output reg [7:0] seg
);
    reg [7:0] segment [0:7];  
    genvar i;
    generate
        for (i = 0; i < 8; i = i + 1) begin : segment_gen
            always @(*) begin
                case(data[i*4 +: 4])
                    4'b0000: segment[i] = 8'b00000011;  
                    4'b0001: segment[i] = 8'b10011111;  
                    4'b0010: segment[i] = 8'b00100101;  
                    4'b0011: segment[i] = 8'b00001101;  
                    4'b0100: segment[i] = 8'b10011001;  
                    4'b0101: segment[i] = 8'b01001001;  
                    4'b0110: segment[i] = 8'b01000001;  
                    4'b0111: segment[i] = 8'b00011111;  
                    4'b1000: segment[i] = 8'b00000001;  
                    4'b1001: segment[i] = 8'b00001001;  
                    4'b1010: segment[i] = 8'b00010001;  
                    4'b1011: segment[i] = 8'b11000001;  
                    4'b1100: segment[i] = 8'b01100011;  
                    4'b1101: segment[i] = 8'b10000101;  
                    4'b1110: segment[i] = 8'b01100001;  
                    4'b1111: segment[i] = 8'b01110001;  
                    default: segment[i] = 8'b11111110;  
                endcase
            end
        end
    endgenerate
    always @(*) begin
        case (select)
            8'b00000001: seg = segment[0];
            8'b00000010: seg = segment[1];
            8'b00000100: seg = segment[2];
            8'b00001000: seg = segment[3];
            8'b00010000: seg = segment[4];
            8'b00100000: seg = segment[5];
            8'b01000000: seg = segment[6];
            8'b10000000: seg = segment[7];
            default: seg = 8'b11111111;  
        endcase
    end
endmodule
```
**design/flow/config.mk**
```make
export PLATFORM = sky130hd
export DESIGN_NAME = segment_dinamic
export DESIGN_NICKNAME = segment_dinamic
export VERILOG_FILES = /design/flow/design.v
export SDC_FILE = /design/flow/constraint.sdc
export NUM_CORES = 4
export LEC_CHECK = 1
export CORE_AREA = 10 10 110 110
export DIE_AREA = 0 0 120 120
export SYNTH_HDL_FRONTEND = slang
```
**design/flow/constraint.sdc**
```tcl
current_design segment_dinamic

set clk_period 4.0
set clk_io_pct 0.2

create_clock -name clk0 -period $clk_period

set non_clock_inputs [all_inputs -no_clocks]
set_input_delay [expr $clk_period * $clk_io_pct] -clock clk0 $non_clock_inputs
set_output_delay [expr $clk_period * $clk_io_pct] -clock clk0 [all_outputs]
```
==> results.toml <==
# flow metrics
[place]
placed_cells = 543
dpl.hpwl_mm = 6.16
routabilityCongestion = 0.888
portBuffers = 47

[power_and_ir_drop]
p_leak_nw = 1.63
sw_frac_of_total = 0.475
pwr-share-clk = 0
ir_worst_vdd_mv = 0.0424
power.switching_mw = 0.135
combPwrFrac = 1.000
p_int_mw = 0.149
power_density_mw_per_mm2 = 79.8
power_mw = 0.285
seq_power_share = 0

[drt]
wl_mm = 7.11
diodes = 0
drc_errors = 0
final_antenna_net_count = 0
firstDrtPassIters = 4
vias = 2639
via_per_inst = 4.82
first_iter_violations = 137
wire_per_inst_um = 13.0

[global_routing]
grt_usage = 0.0960
grt_pass1_wl_mm = 11.9
grt_pass1_vias = 2561
antenna_found_initial = 0
grt_max_degree = 16
gr-total-overflow = 0

[final_layout]
fin_cells = 547
layout_top_cell = "ha_1"
final-seq-area_um2 = 0
seq_cells = 0
area_delta_synth_final_pct = 36.1
final_cell_mix = "ha_1, buf_4, clkdlybuf4s50_1"
drive_above_1_share = 0.222
utilization = 0.365
clock_buffers = 0

[setup_path]
crit_type = "in2out"
cpMostUsedCell = "clkdlybuf4s50_1"
cp_cell_sequence = "clkdlybuf4s50_1 > nor4_4 > buf_4 > nand4b_2 > a211oi_1 > a2111oi_2 > nand4_1 > clkdlybuf4s50_1"
crit_slowest_cell = "clkdlybuf4s50_1"
cp_max_fo = 5
cp-start-kind = "input pin"
cp_slowest_stage_delay_ns = 0.51
cp_num_buf_inv = 3
arrival_ns = 3.09
cp.required_ns = 3.20
path_delay_family = "buffers and inverters"
crit_path_end_kind = "primary output"

[logic_synthesis]
yosysCellCount = 336
ys_types = 46
synth_area_per_cell_um2 = 7.81
yosysWarnings = 0
syn_inst = 336
postSynthSeqShare = 0
syn_area_mm2 = 0.00262
ys_area_mm2 = 0.00262

[job]
warnings = 83
drv_cap = 0

[die]
io_pins = 50
chip_area_mm2 = 0.0144
fp.dieW_um = 120
initCoreUtil = 0.268
die_y_um = 120
rows = 36
core_mm2 = 0.00977

[hold_path]
min_from = "select[1]"
min_path_type = "in2out"
worstHoldPathCells = 6
min_to = "seg[4]"

[final_timing]
min_period_ns = 3.89
finalClockPeriodUsage = 0.973
setup_viol_count_final = 0
rsz0062_at_grt = "true"
timing.final.max_slew_violations = 0
fmax_mhz = 257
hold_violations = 0

[status]
outcome = "finished, final reports clean"
metrics by stage:
step           cell area, um^2  TNS, ns  worst slack (ns)  hold WS [ns]
5_1_grt                   3570  -0.0351           -0.0351          2.56
4_1_cts                   3510        0            0.0241          2.89
6_report                  3570        0             0.108          2.47
3_5_place_dp              3500   -0.204            -0.204          2.89
2_1_floorplan             2620        0              1.04          1.73
3_3_place_gp              3500   -0.201            -0.201          2.88
layout make-up:
| cell class | instances | area, um^2 |
|---|---|---|
| Fill cell | 998 | 6200 |
| Multi-Input combinational cell | 289 | 2450 |
| Timing Repair Buffer | 97 | 851 |
| Tap cell | 133 | 166 |
| Inverter | 28 | 105 |
how the worst max path moves through the flow:
stage | from | endpoint | slack [ns] | cells after the start
6_report | select[3] | seg[7] | 0.11 | 8
5_1_grt | data[8] | seg[7] | -0.04 | 9
4_1_cts | data[29] | seg[4] | 0.02 | 9
tightest hold or removal path, stage by stage:
cell	delay (ns)
dlymetal6s2s_1	0.19
nor2b_1	0.22
a22o_1	0.16
nand3_1	0.10
nand4_1	0.10
dlymetal6s2s_1	0.10
cells by family after synthesis:
group,Yosys count,share of synthesized area
AOI/OAI and AO/OA,89,0.223
xor gates and xnor gates,1,0.00334
adders and majority gates,56,0.267
buffers and inverters,47,0.0792
muxes,44,0.196
other,1,0.00143
and+or+nand+nor,98,0.229
what timing repair did:
item                                    CTS  global route
endpoints found under the setup margin    1             6
gates cloned                              0             0
hold buffers                              0             0
resized                                   2             7
buffers inserted                          0             4
pin swaps                                 2             5
power by group through the flow:
stage                 Clock [mW]  Sequential, mW  Combinational, mW
after CTS                      0               0              0.282
after global routing           0               0              0.317
final                          0               0              0.285
synth_stat cells (2+ instances only):
library cell   n  area, um^2
ha_1          56         701
a22o_1         2        17.5
nand2b_1       9        56.3
buf_2         10        50.1
mux4_2         4        90.1
a311oi_1       2        17.5
o22a_1         2        17.5
a2111oi_0      2        17.5
clkbuf_1       6        22.5
nor2b_1       11        68.8
nor3_1        14        70.1
nor2_1        26        97.6
mux2_2        20         225
nand3_1        8        40.0
or2b_2         2        17.5
mux2i_1       20         200
o22ai_1       15        93.8
a2bb2oi_1      3        26.3
nand2_1        2        7.51
nor4_4         2        42.5
o21ai_0        4        20.0
a31oi_1        2        12.5
a211oi_1      14         105
nor3b_1        3        22.5
inv_1         28         105
or2b_1         2        15.0
buf_6          2        22.5
nand4b_2       4        60.1
nand4_1        6        37.5
a22oi_1        9        67.6
a21oi_1       31         155
per-layer routing:
| metal | global-route usage | routed length [um] | up-vias |
|---|---|---|---|
| li1 | - | - | 1393 |
| met5 | 0 | 0 | - |
| met2 | 0.159 | 3230 | 56 |
| met4 | 0.00603 | 25 | 0 |
| met3 | 0.0105 | 322 | 2 |
| met1 | 0.137 | 3530 | 1188 |
Power and IR drop assume default switching activity.
